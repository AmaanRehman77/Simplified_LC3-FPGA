==> ./design.v <==
module ALU_Logic(input  logic [1 :0] ALUK,
					  input  logic [15:0] A, B,
					  output logic [15:0] ALU_Out);
always_comb
	begin
		if(ALUK == 2'b00) begin
			ALU_Out = A + B; end
		else if(ALUK == 2'b01) begin
			ALU_Out = A & B; end
		else if(ALUK == 2'b10) begin
			ALU_Out = ~A; end
		else if(ALUK == 2'b11) begin
			ALU_Out = A; end
		else begin
			ALU_Out = 16'hxxxx; end
	end				  
endmodule
==> ./run.sh <==
#!/bin/bash
# OpenROAD 26Q1-2900-gdf79404cd8, Yosys 0.63+post, stock flow scripts
make -C /OpenROAD-flow-scripts/flow DESIGN_CONFIG=/design/flow/config.mk WORK_HOME=/design/flow/orfs finish
==> ./config.mk <==
export PLATFORM = sky130hd
export DESIGN_NAME = ALU_Logic
export DESIGN_NICKNAME = ALU_Logic
export VERILOG_FILES = /design/flow/design.v
export SDC_FILE = /design/flow/constraint.sdc
export NUM_CORES = 4
export LEC_CHECK = 1
export CORE_AREA = 10 10 88 88
export DIE_AREA = 0 0 98 98
==> ./constraint.sdc <==
current_design ALU_Logic

set clk_period 9.9
set clk_io_pct 0.2

create_clock -name clk0 -period $clk_period

set non_clock_inputs [all_inputs -no_clocks]
set_input_delay [expr $clk_period * $clk_io_pct] -clock clk0 $non_clock_inputs
set_output_delay [expr $clk_period * $clk_io_pct] -clock clk0 [all_outputs]
==> impl_metrics.env <==
# physical design summary
export IMPL_hold_path_depth=4
export IMPL_die_w_um=98
export IMPL_common_cells="a21oi_1, ha_1, nand2_1"
export IMPL_final_cells=294
export IMPL_path_cells="clkdlybuf4s50_1 > ha_1 > fa_1 > a21o_2 > a221oi_2 > nor2_1 > mux2_4 > a221oi_2 > clkdlybuf4s50_1"
export IMPL_irDropWorstVdd_mv=0.0238
export IMPL_dr_first_iter_drc_count=55
export IMPL_fp_utilization_pct=22.1
export IMPL_wl_um=4060
export IMPL_ant_nets=0
export IMPL_port_buffer_count=50
export IMPL_ys_chip_area_um2=1310
export IMPL_grt_pass1_wl_um=6960
export IMPL_hold_path_end="ALU_Out[3]"
export IMPL_warnings=32
export IMPL_hold_violations=0
export IMPL_maxSlewViolCount=0
export IMPL_powerDensity_nw_per_um2=57.6
export IMPL_slowest_stage="clkdlybuf4s50_1"
export IMPL_setup_viol=0
export IMPL_leakage_uw=0.000707
export IMPL_flops=0
export IMPL_grt_ovfl_total=0
export IMPL_seq_area_um2=0
export IMPL_viasPerCell=4.90
export IMPL_final_core_util_pct=30.8
export IMPL_rsz0062_at_grt="no"
export IMPL_cp_arrival_ns=4.77
export IMPL_maxCapViolCount=0
export IMPL_drc_errors=0
export IMPL_hold_path_class="primary input to output port"
export IMPL_grt_usage_pct=8.27
export IMPL_core_um2=5920
export IMPL_synth_cells=180
export IMPL_max_freq_mhz=148
export IMPL_crit_type="primary input to output port"
export IMPL_synth_distinct_cells=43
export IMPL_hp_start="A[3]"
export IMPL_vias=1441
export IMPL_crit_path_start_kind="primary input"
export IMPL_grt_pass1_vias=1428
export IMPL_crit_path_max_incr_delay_ns=0.51
export IMPL_avgSynthCellArea_um2=7.28
export IMPL_logic_area_um2=1210
export IMPL_wl_per_cell_um=13.8
export IMPL_synthTopCellsByArea="ha_1, a21oi_1, xor2_1"
export IMPL_critical_path_top_delay_family="buffers and inverters"
export IMPL_yosysTopAreaCell="ha_1"
export IMPL_fin_crit_ns=6.75
export IMPL_grt_max_degree=39
export IMPL_cts_setup_buffers=0
export IMPL_antenna_found_initial=0
export IMPL_tightest_slew_ns=0.581
export IMPL_yosys_cells=180
export IMPL_fp_dieH_um=98
export IMPL_dp_cells=294
export IMPL_status="complete, no violations"
export IMPL_crit_path_end_kind="output port"
export IMPL_dr_pass1_iters=4
export IMPL_clkbuf_count=0
export IMPL_gp_congestion=0.855
export IMPL_dieArea_um2=9600
export IMPL_io_pins=50
export IMPL_fill_cells=646
export IMPL_path_max_fanout=4
export IMPL_period_used_pct=68.2
export IMPL_yosys_warnings=1
export IMPL_postSynthSeqShare_pct=0
export IMPL_mappedNetlistArea_um2=1310
export IMPL_postCtsHoldBufs=0
export IMPL_worst_path_buf_inv=2
export IMPL_row_count=28
export IMPL_drive_gt1_share_pct=6.39
export IMPL_area_delta_synth_final_pct=39.1
export IMPL_fin_hold_ws_ns=5.02
export IMPL_post_cts_resized=0
export IMPL_antenna_cells_inserted=0
export IMPL_synth_top_cell_area_share_pct=15.3
export IMPL_slew_headroom_pct=61.2
export IMPL_fin_setup_tns_ns=0
export IMPL_post_synth_top_count_cell="a21oi_1"
export IMPL_place_hpwl_um=3400
export IMPL_worstPathRequired_ns=7.92
==> report_power, final <==
part	total (uW)	switching, uW	internal (uW)
clock network	0	0	0
logic	105	47.0	58.1
registers	0	0	0
total	105	47.0	58.1
==> kinds of logic (layout without fill, tap and decap cells) <==
| family | after synthesis | in the layout | synth area share (%) |
|---|---|---|---|
| AND-OR/OR-AND | 74 | 74 | 38.8 |
| AND/OR/NAND/NOR | 48 | 48 | 17.8 |
| multiplexers | 4 | 4 | 3.53 |
| XOR/XNOR | 23 | 23 | 15.4 |
| buffers and inverters | 14 | 53 | 7.63 |
| adder cells (fa/ha/maj) | 17 | 17 | 16.8 |
==> worst min-delay path: cells and delay by family <==
family | cells | cell delay (ns)
XOR/XNOR | 1 | 0.14
buffers and inverters | 2 | 0.84
AND-OR/OR-AND | 1 | 0.08
==> layer usage <==
metal	vias to the layer above	share of wire [%]	GRT usage, %
met1	642	49	11.8
met5	-	0	0
met3	0	5.9	1.49
met4	0	0	0.224
met2	38	46	13.3
li1	761	-	-
==> area by class of cell <==
cell class,count,share of cell area [%]
inverters,1,0.206
well taps,75,5.14
repair buffers,52,28.3
multi-input cells,166,66.4
==> layout by cell type, fill, tap and decap left out, types with 4 or more instances in the layout <==
master           count
nand2_1             15
nor3_1               6
a21oi_1             25
xnor2_1             11
o21ai_0              6
nor2_1              13
clkdlybuf4s50_1     50
ha_1                16
o21a_1               7
o31ai_1              5
xor2_1              12
a22oi_1              7
a21o_1               4
==> metrics by stage <==
step	instance area, um^2	power [uW]	setup slack (ns)
5_1_grt	1820	119	2.96
4_1_cts	1820	107	3.11
6_report	1820	105	3.15
3_5_place_dp	1820	106	3.13
3_3_place_gp	1820	106	3.12
2_1_floorplan	1310	64.0	4.27
==> how the worst max path moves through the flow <==
stage,cells past startpoint,slack (ns),to,startpoint
CTS,9,3.11,ALU_Out[8],A[0]
global route,9,2.96,ALU_Out[8],A[0]
finish,9,3.15,ALU_Out[8],A[0]
No activity file was given, so power comes from the tool's default toggle rates.
