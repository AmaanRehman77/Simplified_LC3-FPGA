===== flow/config.mk =====
export PLATFORM = sky130hd
export DESIGN_NAME = mux_4_1_16
export DESIGN_NICKNAME = mux_4_1_16
export VERILOG_FILES = /design/flow/design.v
export SDC_FILE = /design/flow/constraint.sdc
export NUM_CORES = 4
export LEC_CHECK = 1
export CORE_AREA = 10 10 70 70
export DIE_AREA = 0 0 80 80

===== flow/constraint.sdc =====
current_design mux_4_1_16

set clk_period 2.4
set clk_io_pct 0.2

create_clock -name clk0 -period $clk_period

set non_clock_inputs [all_inputs -no_clocks]
set_input_delay [expr $clk_period * $clk_io_pct] -clock clk0 $non_clock_inputs
set_output_delay [expr $clk_period * $clk_io_pct] -clock clk0 [all_outputs]

===== flow/design.v =====
module mux_4_1_16(input logic  [15:0] A, B, C, D,
						input logic  [1 :0] SelectBit,
						output logic [15:0] Out );
always_comb
begin
	if(SelectBit == 2'b00) begin
		Out = A; end
	else if(SelectBit == 2'b01) begin
		Out = B; end
	else if(SelectBit == 2'b10) begin
		Out = C; end
	else if(SelectBit == 2'b11) begin
		Out = D; end
	else begin
		Out = 16'hxxxx; end
end
endmodule

===== flow/run.sh =====
#!/bin/bash
# OpenROAD 26Q1-2900-gdf79404cd8, Yosys 0.63+post, stock flow scripts
make -C /OpenROAD-flow-scripts/flow DESIGN_CONFIG=/design/flow/config.mk WORK_HOME=/design/flow/orfs finish

==> reports/summary.txt <==
Hold-fix buffers, CTS: 0
Setup crit end kind: primary output
Final period util: 0.9552
Vias in the first global route: 754
Antenna Violating Nets Remaining: 0
RSZ-0062 raised after global routing: false
WHS Path Cells: 4
Actual slew at the worst max-slew pin: 0.2342 ns
Final Hold Violating Endpoints: 0
Worst-path maximum fanout: 1
Synth warnings: 1
First-pass GRT wire length: 3836 µm
Via/cell ratio: 4.121
Commonest Layout Cell: clkdlybuf4s50_1
DR vias: 614
LEAKAGE: 0.0005212 µW
Final-layout fill cell count: 332
Fp util: 0.1242
Final setup vio count: 0
Layout cells sized above 1: 0.1553
Yosys cell count: 20
# rows: 21
Worst rel slew slack: 0.8436
Post-DP HPWL: 2311 µm
Grt met2 use: 0.1148
Synth Cell Area: 424.2 µm²
Arrival @ worst endpoint: 1.81 ns
Final wirelength: 2678 µm
MaxCap Viol Count: 0
Total GRT Usage: 0.07656
Total die size: 6400 µm²
Max Transition Viols Final: 0
Core area: 3416 µm²
Wire per inst: 17.97 µm
Drc violations: 0
Flop count: 0
Initial antenna violation count: 0
Peak supply drop: 0.00005584 V
Min-delay worst type: in2out
Initial DRC Count: 11
GR Util met1: 0.08956
Pwr Density: 170.3 nW/µm²
Layout area overhead: 222.1%
Yosys cell types: 5
Crit path kind: in2out
Fmax: 436.2 MHz
Most numerous logic cells after layout: clkdlybuf4s50_1, mux4_2, mux4_1, dlymetal6s2s_1, buf_12
Hold WS: 1.590 ns
Clock Buffer Count: 0
Aggregate global routing overflow: 0
Met3 Use GR: 0.06136
Busiest grt layer: met2
Final min period: 2.292 ns
Routability cong.: 0.8351
Worst setup SP type: input pin
Antenna Cells: 0
Die W: 80 µm
Worst endpoint required time: 1.92 ns
Seq/Total Area, Yosys: 0
DIE HEIGHT: 80 µm
Post-Synthesis Mean Instance Area: 21.21 µm²
MI comb area: 382.9 µm²
Port Buffers: 82
Status: finished, final reports clean
Tool Warnings: 32
IO Count: 82
Sequential cell area: 0 µm²
Setup WS pre-CTS: -0.2857 ns
Chip Area, Yosys: 424.2 µm²
Post-Synthesis Cells: 20
Pin count of the biggest net entering global routing: 17
Post-CTS setup buffers: 0
DR pass1 iterations: 4
Smallest setup slack after layout: 0.1076 ns
-- area by class of cell --
| type | count | share of cell area |
|---|---|---|
| Timing Repair Buffer | 87 | 0.6777 |
| Tap cell | 46 | 0.04212 |
| Multi-Input combinational cell | 16 | 0.2802 |
-- routing by layer --
layer / share of wire / routed length [µm]
met5: 0 / 0
met4: 0 / 0
met3: 0.20 / 539
met2: 0.39 / 1057
met1: 0.40 / 1081
-- path summary, 6_finish.rpt --
| check | start | to | slack, ns |
|---|---|---|---|
| worst max-delay path | B[15] | Out[15] | 0.11 |
| worst min-delay path | SelectBit[0] | Out[14] | 1.59 |
-- cells in the mapped netlist (all sizes together) --
library cell,n,area share
buf,4,0.097
mux4,16,0.90
-- power by group --
group	switching, µW	internal, µW	total, µW	leakage [µW]
combinational	40.4	192	233	0.000521
clock	0	0	0	0
sequential	0	0	0	0
-- critical path: stages --
cell and delay (ns):
clkdlybuf4s50_1 0.40, mux4_1 0.49, clkdlybuf4s50_1 0.44
-- cells by family (layout without fill, tap and decap cells) --
family   count (synthesis)  in the layout  synth area share
mux                     16             16            0.9027
buf+inv                  4             87           0.09735
-- per-stage QoR --
step | total power (µW) | instance area (µm²) | utilization | instances | setup TNS [ns]
2_1_floorplan | 56.25 | 424.2 | - | 20 | 0
3_3_place_gp | 225.1 | 1309 | 0.3832 | 147 | -3.411
3_5_place_dp | 226.1 | 1309 | 0.3832 | 147 | -3.795
4_1_cts | 233.3 | 1336 | 0.3912 | 148 | 0
5_1_grt | 251.0 | 1366 | 0.4000 | 149 | 0
6_report | 232.7 | 1366 | 0.4000 | 149 | 0
-- timing repair --
action,4_1_cts,5_1_grt
endpoints found under the setup margin,16,5
gates resized,4,2
cloned,1,1
Power is estimated from default activity; no workload was simulated.
